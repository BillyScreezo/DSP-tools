<file path="flow/design.v">
module cordic_div
#(
	int 	DWIDTH 	  = 16,  
	int 	ACCURANCY = 8 	 
)(
	input 	logic 									clk,
	input 	logic									rst_n,
	input 	logic	signed 	[DWIDTH - 1 : 0]		x_i,	 
	input 	logic 	signed	[DWIDTH - 1 : 0]		y_i,	 
	output 	logic 	signed 	[ACCURANCY - 1 : 0]		res,	 
	input	logic									req,	 
	output 	logic									rdy		 
);
	logic signed [DWIDTH - 1 : 0] x;
	logic signed [DWIDTH - 1 : 0] y;
	logic signed [DWIDTH - 1 : 0] z;
	logic signed [DWIDTH - 1 : 0] x_sh;
	logic signed [DWIDTH - 1 : 0] z_sh;
	logic alpha, sign_x, sign_y;
	logic f;
	logic [$clog2(ACCURANCY):0] cnt;
	assign sign_x = x_i[DWIDTH - 1];
	assign sign_y = y_i[DWIDTH - 1];
	assign alpha = y[DWIDTH - 1];
	assign x_sh  = x 							>>> (cnt);
	assign z_sh  = {1'b1, {(DWIDTH-1){1'b0}}} 	>>  (cnt);
	always_ff @(posedge clk)
		if(req && !f) begin
			x <= sign_x ? -x_i : x_i;
			y <= sign_y ? -y_i : y_i;
			z <= '0;
		end else if (f) begin
			x <= x;
			y <= alpha ? y + x_sh : y - x_sh;
			z <= alpha ? z - z_sh : z + z_sh;
		end
	always_ff @(posedge clk)
		if(!rst_n)
			cnt <= '0;
		else
			if(rdy)
				cnt <= '0;
			else if (f)
				cnt <= cnt + 1'b1;
	always_ff @(posedge clk)
		if(!rst_n)
			rdy <= '0;
		else
			if(rdy)
				rdy <= '0;
			else if(cnt == ACCURANCY - 1)
				rdy <= '1;
	always_ff @(posedge clk)
		f <= req & ~rdy;
	assign res = z[DWIDTH-1:DWIDTH-ACCURANCY];
endmodule
</file>
<file path="flow/run.sh">
#!/bin/bash
# OpenROAD 26Q1-2900-gdf79404cd8, Yosys 0.63+post, stock flow scripts
make -C /OpenROAD-flow-scripts/flow DESIGN_CONFIG=/design/flow/config.mk WORK_HOME=/design/flow/orfs finish
</file>
<file path="flow/config.mk">
export PLATFORM = sky130hd
export DESIGN_NAME = cordic_div
export DESIGN_NICKNAME = cordic_div
export VERILOG_FILES = /design/flow/design.v
export SDC_FILE = /design/flow/constraint.sdc
export NUM_CORES = 4
export LEC_CHECK = 1
export CORE_UTILIZATION = 40
export SYNTH_HDL_FRONTEND = slang
</file>
<file path="flow/constraint.sdc">
current_design cordic_div

set clk_period 6.9
set clk_io_pct 0.2

create_clock -name clk0 -period $clk_period [get_ports {clk}]

set non_clock_inputs [all_inputs -no_clocks]
set_input_delay [expr $clk_period * $clk_io_pct] -clock clk0 $non_clock_inputs
set_output_delay [expr $clk_period * $clk_io_pct] -clock clk0 [all_outputs]
</file>
==> flow_metrics.py <==
# Auto-generated metrics
metrics = {
    "status": {
        "status": "complete, no violations",
    },
    "worst_setup_path": {
        "r2r_slack_ns": 2.12,
        "worstSetupEndpointType": "flop",
        "crit_family": "multiplexers",
        "r2r_cells": 16,
        "critical-path-slowest-cell": "mux4_1",
        "arrival_ns": 4.95,
        "critPathMaxFanout": 21,
        "reg2reg_to": "y[15]",
        "worst_path_largest_cell_delay_ns": 0.68,
        "crit_required_ns": 7.07,
        "cp.depth": 16,
        "endpoint": "y[15]",
        "cp-startpoint": "cnt[0]",
        "rr_startpoint": "cnt[0]",
        "timing.critical_path.buf_inv": 1,
        "start_kind": "flop",
        "crit_type": "flop to flop",
        "path_cells": "buf_4 > mux4_1 > mux4_2 > nor2_1 > and3_1 > and4b_1 > nor2_1 > xnor2_1 > ha_1 > a21o_1 > o21bai_1 > a21oi_1 > a21oi_1 > a2111oi_0 > xnor3_1 > o21ai_1",
    },
    "drt": {
        "firstDrtPassIters": 5,
        "via_per_inst": 5.579,
        "ant_nets": 0,
        "diodes": 0,
        "post-route-drc-count": 0,
        "drt_iter0_drc": 234,
        "wire_per_inst_microns": 14.67,
        "via_count": 4692,
        "wl_microns": 12340,
    },
    "placement": {
        "hpwl_microns": 9261,
        "numPortBuffers": 43,
        "dpl_cell_area_sq_um": 6218,
        "dp.cells": 833,
        "routabilityCongestion": 0.8981,
    },
    "clock_network": {
        "holdBufCountCts": 0,
        "cts-buffers-inserted": 5,
        "post_cts_buffers": 0,
        "ctsRootBufferMaster": "clkbuf_16",
        "cts_resized": 0,
        "cts_tree": "built",
        "clk_pin_slew_ns": 0.07,
        "cts.sinks": 54,
        "insertion_delay_ns": 0.31,
        "clockBufferDepth": 2,
        "htree_levels": 2,
    },
    "sta": {
        "tns_ns": 0,
        "max_clock_freq_mhz": 209.1,
        "grt_setup_unrepaired": "no",
        "fin_hold_ws_ns": 0.4675,
        "setup_viol": 0,
        "clock_skew_ns": 0.005497,
        "worst_slew_pin_slew_ns": 0.8391,
        "maxSlewHeadroom": 0.4262,
        "finalCritPeriodShare": 0.6932,
        "hold_viol_final": 0,
        "slew_violations": 0,
        "period_minus_slack_ns": 4.783,
    },
    "min_path": {
        "hold_class": "flop to flop",
    },
    "flow_run": {
        "warnings": 33,
        "cap_violations": 0,
    },
    "synth": {
        "edf_count": 32,
        "async_reset_ff_frac": 0,
        "ys_types": 73,
        "ys_seq_frac": 0.2459,
        "ys_top_cells_by_area": "edfxtp_1, ha_1, dfxtp_1",
        "ys.flop_type": "edfxtp_1",
        "numSynthFlops": 54,
        "syn_inst": 643,
        "avgSynthCellArea_sq_um": 8.862,
        "yosysWarnings": 0,
        "ys_cells": 643,
        "top_area_frac": 0.1686,
        "ys_area_sq_um": 5698,
        "netlist_area_sq_um": 5698,
        "top_area_cell": "edfxtp_1",
    },
    "floorplanning": {
        "die_x_microns": 121.4,
        "chipArea_sq_um": 14730,
        "initial_core_util": 0.4105,
        "io_pins": 44,
        "core.rowCount": 43,
        "core-area_sq_um": 13880,
        "die_h_microns": 121.4,
    },
    "final_layout": {
        "syn_to_final_growth_pct": 12.12,
        "final_common_cell": "nand2_1",
        "fin_cells": 841,
        "regArea_sq_um": 1401,
        "postLayoutCellArea_sq_um": 6389,
        "drive_gt1_frac": 0.07564,
        "final_cell_mix": "nand2_1, nor2_1, ha_1",
        "fillers": 1353,
        "comb_area_sq_um": 4004,
    },
    "power": {
        "p_leak_nw": 2.415,
        "finalPower_mw": 2.333,
        "ir_worst_vdd_uv": 185.7,
        "power_density_nw_per_um2": 365.1,
    },
    "grt": {
        "grt_pass1_vias": 4361,
        "antenna_found_initial": 0,
        "gr-total-overflow": 0,
        "grt_pass1_wl_microns": 20750,
        "track_usage": 0.1774,
        "grt_max_degree": 52,
    },
}
[worst min-delay path by stage]
stage / startpoint / end / depth (start not counted)
4_1_cts: rdy / f / 1
6_report: rdy / f / 1
5_1_grt: rdy / f / 1
[flip-flops by register name, summed over array words and instances (netlist names)]
name and cells:
rdy 1, y 16, f 1, cnt 4, z 16, x 16
[power by group]
part	switching (mW)	internal (mW)
logic	0.801	0.712
clock network	0.125	0.171
registers	0.0484	0.475
total	0.975	1.36
[cell families after synthesis]
group           Yosys count  synth area share
mux                      32           0.09925
buf+inv                  67           0.05270
compound gates          178            0.2150
simple gates            198            0.1765
xor+xnor                 68            0.1069
flops                    54            0.2459
fa+ha+maj                46            0.1036
[per-layer routing]
metal	part of all wire	vias to the layer above	GRT usage
met4	0.012	0	0.02238
met3	0.045	10	0.02927
met5	0	-	0
li1	-	2427	-
met2	0.47	85	0.2884
met1	0.47	2170	0.2605
[stage by stage]
step           setup WS (ns)    util
6_report               2.117  0.4602
3_3_place_gp           2.057  0.4480
5_1_grt                1.733  0.4602
2_1_floorplan          2.676       -
3_5_place_dp           2.080  0.4480
4_1_cts                2.043  0.4602
[cells in the mapped netlist, types with 8 or more instances]
| master | instances |
|---|---|
| edfxtp_1 | 32 |
| mux4_2 | 10 |
| o21ai_0 | 31 |
| mux2i_1 | 10 |
| nand2b_1 | 10 |
| nand2_1 | 56 |
| nor2b_1 | 11 |
| xnor2_1 | 41 |
| inv_1 | 25 |
| nor2_1 | 49 |
| buf_4 | 8 |
| xor2_1 | 26 |
| o31ai_1 | 14 |
| a21o_1 | 11 |
| nand3_1 | 11 |
| clkbuf_1 | 22 |
| o21a_1 | 8 |
| nor3_1 | 13 |
| dfxtp_1 | 22 |
| ha_1 | 44 |
| a21oi_1 | 40 |
[cell type report]
cell class	count	share of cell area
clock inverter	3	0.007051
multi-input combinational	522	0.6267
timing repair buffer	51	0.07677
inverter	26	0.01528
sequential	54	0.2193
clock buffer	5	0.01958
tap	180	0.03525
Power figures rest on the tool's default switching activity, not on a simulated workload.
