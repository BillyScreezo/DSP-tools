`/design/flow/design.v`:
```
module cordic_atan_abs
#(
	int 	ACCURANCY 	= 10, 					 
	int 	STAGES 		= ACCURANCY,
	int     CALC_ABS    = 0,					 
	string 	INIT_FNAME 	= "export_arctan.csv"	 
)(
	input 	logic 									clk,
	input 	logic									rst_n,
	input 	logic	signed 	[ACCURANCY - 1 : 0]		re_i, 		 
	input 	logic 	signed	[ACCURANCY - 1 : 0]		im_i, 		 
	output 	logic 	signed 	[ACCURANCY - 1 : 0]		atan_o, 	 
	output  logic   signed  [ACCURANCY - 1 : 0]     abs_o 		 
);
	localparam int EXTRA_BITS = ACCURANCY + 2; 					 
	localparam logic signed [EXTRA_BITS - 1 : 0] K_MAX = 'd309;	 
	localparam int ABS_PROD_SHIFT = 2 + 4; 						 
	typedef enum logic [1:0] {	 
		AREA_I 		= 2'b00,  
		AREA_II 	= 2'b10,
		AREA_III	= 2'b11,
		AREA_IV 	= 2'b01
	} area_t;
	area_t area_select;
	localparam bit signed [ACCURANCY - 1 : 0] PI_P = (2 ** (ACCURANCY - 1)) - 1; 	 
	localparam bit signed [ACCURANCY - 1 : 0] PI_N = (2 ** (ACCURANCY - 1));		 
	logic [ACCURANCY - 1 : 0] ram_atan [0 : STAGES - 1];
	initial $readmemh(INIT_FNAME, ram_atan, 0, STAGES - 1);
	logic signed [EXTRA_BITS - 1 : 0] x [0 : STAGES - 1];
	logic signed [EXTRA_BITS - 1 : 0] y [0 : STAGES - 1];
	logic signed [ACCURANCY  - 1 : 0] z [0 : STAGES - 1];
	logic signed [EXTRA_BITS - 1 : 0] x_sh [1 : STAGES - 1];
	logic signed [EXTRA_BITS - 1 : 0] y_sh [1 : STAGES - 1];
	logic alpha [1 : STAGES - 1];
	logic [STAGES - 1 : 0] sign_re;
	logic [STAGES - 1 : 0] sign_im;
	logic signed [2 * EXTRA_BITS - 1 : 0] abs_prod_result;
	always_ff @(posedge clk) begin
		if(!rst_n) begin
			x[0] <= '0;
			y[0] <= '0;
		end else begin
			x[0] <= re_i[ACCURANCY - 1] ? -re_i : re_i;
			y[0] <= im_i;
		end
	end
	assign z[0] = '0;
	always_ff @(posedge clk) begin
		if(!rst_n) begin
			sign_re <= '0;
			sign_im <= '0;
		end else begin
			sign_re <= {sign_re[STAGES - 2 : 0], re_i[ACCURANCY - 1]};
			sign_im <= {sign_im[STAGES - 2 : 0], im_i[ACCURANCY - 1]};
		end
	end
	generate
		for (genvar i = 1; i < STAGES; i++) begin
			assign alpha[i] = y[i - 1][EXTRA_BITS - 1];
			assign x_sh[i]  = x[i - 1] >>> (i - 1);
			assign y_sh[i]  = y[i - 1] >>> (i - 1);
			always_ff @(posedge clk)
				x[i] <= alpha[i] ? x[i - 1] - y_sh[i] : x[i - 1] + y_sh[i];
			always_ff @(posedge clk)
				y[i] <= alpha[i] ? y[i - 1] + x_sh[i] : y[i - 1] - x_sh[i];
			always_ff @(posedge clk)
				z[i] <= alpha[i] ? z[i - 1] - ram_atan[i - 1] : z[i - 1] + ram_atan[i - 1];
		end
	endgenerate
	assign area_select = area_t'({sign_re[STAGES - 1], sign_im[STAGES - 1]});
	always_ff @(posedge clk)
		case (area_select)
			AREA_I, AREA_IV: 	atan_o <= z[STAGES - 1][ACCURANCY - 1 : 0];			 
			AREA_II: 			atan_o <= PI_P - z[STAGES - 1][ACCURANCY - 1 : 0];	 
			AREA_III: 			atan_o <= PI_N - z[STAGES - 1][ACCURANCY - 1 : 0];	 
		endcase
	generate
		if(CALC_ABS)
			always_ff @(posedge clk)  
				abs_prod_result <= x[STAGES - 1] * K_MAX;
		else
			assign abs_prod_result = '0;
	endgenerate
	assign abs_o = abs_prod_result[2 * EXTRA_BITS - ABS_PROD_SHIFT - 1 : 2 * EXTRA_BITS - ACCURANCY - ABS_PROD_SHIFT];  
endmodule
```
`/design/flow/run.sh`:
```
#!/bin/bash
# OpenROAD 26Q1-2900-gdf79404cd8, Yosys 0.63+post, stock flow scripts
make -C /OpenROAD-flow-scripts/flow DESIGN_CONFIG=/design/flow/config.mk WORK_HOME=/design/flow/orfs finish
```
`/design/flow/config.mk`:
```
export PLATFORM = sky130hd
export DESIGN_NAME = cordic_atan_abs
export DESIGN_NICKNAME = cordic_atan_abs
export VERILOG_FILES = /design/flow/design.v
export SDC_FILE = /design/flow/constraint.sdc
export NUM_CORES = 4
export LEC_CHECK = 1
export CORE_AREA = 10 10 76 76
export DIE_AREA = 0 0 86 86
export SYNTH_HDL_FRONTEND = slang
```
`/design/flow/constraint.sdc`:
```
current_design cordic_atan_abs

set clk_period 1.0
set clk_io_pct 0.2

create_clock -name clk0 -period $clk_period [get_ports {clk}]

set non_clock_inputs [all_inputs -no_clocks]
set_input_delay [expr $clk_period * $clk_io_pct] -clock clk0 $non_clock_inputs
set_output_delay [expr $clk_period * $clk_io_pct] -clock clk0 [all_outputs]
```
==> out/notes.md <==
The flow ran to the end, but the final reports show violations. The final reports fail on setup timing. In this run the horizontal extent of the chip is 86 um. In this run, synthesis produced a sequential element count of 22. The die covers 0.00740 sq mm. Max-cap violations in this run came to 0. The placement summary gives the final routability congestion estimate as 0.658. For this run, design rule violations remaining after detail routing come to 0. In this run the VDD rail shows a maximum IR drop of 776 uV. According to the floorplan report, the die height is 86 um. The tools report the count of yosys warnings during synthesis as 0.

Per the detail_route report, routed wire per instance is 8.40 um. Listed in order, past its start point the critical path passes buf_12, buf_6, buf_6. Setup repair after global routing could not meet its margin everywhere. The number of warnings in the stage logs came out at 45.

During I/O placement, the number of pins put on the boundary was 42. Nets still carrying antenna violations after routing amount to 0. The power report shows net switching accounting for 16.1% of the total. The depth of the CTS H-tree was 1; the layout filler cell count was 426. The gate-level netlist out of Yosys references 7 unique cell types.

The run gives 128 for the filler-free cell count of the finished design. Most frequent cell on the critical path: sky130_fd_sc_hd__buf_6. The number of instances in the synthesized netlist was 65; the maximum frequency from static timing analysis was 876 MHz. With the first-pass detailed-route iteration total at 2, the number of global-route vias before repair is 404. After global routing the overflow that remains totals 0. The run gives 0 for the number of endpoints with negative hold slack in the final report. The worst setup path is captured at a primary output. Hold is met by 0.401 ns.

The clock transition at the registers of the reported paths was 0.07 ns. The critical path launch point type is a flip-flop. Before any placement, the netlist area is recorded as 753 sq um. With the number of hold-repair buffers added at the cts stage at 0, the average vias per placed instance is 3.02. Per the STA report, the cell with the highest stage delay on the worst path is sky130_fd_sc_hd__dfxtp_4. For reference, the final report shows the max-slew violation count at 0.

The largest incremental delay on the critical path was 0.36 ns. Entering global routing, the biggest net connects 15 pins. For the proportion of synthesized chip area in sequential cells, the log shows 58.5%. The area of the multi-input gates is 189 sq um, and the chip area from the yosys synthesis statistics is 753 sq um. After layout, the setup clock skew is reported as 0.00284 ns. The total routed wirelength was 1080 um; the placeable core region was 0.00412 sq mm. The OpenROAD report gives the critical path a data arrival time of 0.94 ns. Summing all flip-flop and latch instances after layout gives 445 sq um. In this run the mean area of a mapped cell was 11.6 sq um.

The classification of the worst-slack hold path is flip-flop to flip-flop. The count of buffers added on input and output ports is 13. The run gives 18.3% for the share of the core filled by cells before placement. For this run, the final setup violation count is recorded as 9. For the instance area after placement, the log shows 837 sq um. Detailed routing inserted a total of 387 vias.

The finished cells cover 990 sq um. Detailed-route iteration 0 reported a violation count of 51. The net load switching power was 0.277 mW; the post-placement worst setup slack was -0.161 ns. Of the available clock period, the critical path in the final layout requires 114%. Looking at the power breakdown, combinational cells take 2.2% of the total.

The shortest clock period the worst path allows after layout works out to 1.14 ns. From synthesis to final layout, the design area changed by 31.4%. The clock network burns 46.2% of the power. The repair_antennas step left the layout with diodes totalling 0. With the final worst slack at -0.141 ns, the proportion of layout cells with a drive suffix above 1 is 42.3%. The root cell of the clock tree was sky130_fd_sc_hd__clkbuf_8.

The number of clock buffers added by TritonCTS is 3. In this run the worst path has a maximum fanout of 4. Summed over all cells, the static leakage comes to 0.436 nW. After detailed placement, the design holds a cell count of 119.

The total power per unit cell area works out to 1740 mW/mm^2. Clock latency on the worst-skew pair, taken at its later pin, is 0.25 ns. The tools report the minimum setup slack among reg-to-reg paths as 0.41 ns. Number of clock sinks seen by CTS: 22.

The setup path with the least slack is of type flip-flop to primary output. After synthesis, the design contains 65 cells according to Yosys. The run gives 0 for the number of antenna violations at the first check in global routing. The run gives 23 for the cell row count.

At the worst endpoint, the required time is 0.80 ns. Wire length of the first global-routing pass: 1770 um. For the total routing resource utilization after global routing, the log shows 2.92%. Cell internal power was estimated by the tool at 1.44 mW. With the part of the power in registers at 51.7%, the number of buffers on the longest clock path is 2. TritonCTS built the clock tree.
## metrics by stage
stage               total power [mW]  util [%]  setup TNS, ns
global placement               0.949      20.3          -2.00
finish                          1.72      24.0         -0.915
floorplan                      0.960         -              0
global route                    1.79      24.0          -1.20
CTS                             1.74      23.7         -0.917
detailed placement             0.951      20.3          -2.60
## routing by layer
metal / vias up / track usage (%) / part of all wire (%)
met5: - / 0 / 0
li1: 193 / - / -
met1: 167 / 3.39 / 44
met3: 2 / 2.48 / 16
met2: 25 / 4.19 / 40
met4: 0 / 0.150 / 0.19
## synthesized netlist by cell type (all sizes together)
master	number	share of area, %
buf	20	21
conb	1	0.50
nor2b	1	0.83
and2	21	19
dfxtp	22	58
## critical path: cells and delay by family, from the launching register on
kind | cells | cell delay (ns)
DFF | 1 | 0.36
buffers and inverters | 3 | 0.34
## final timing paths
kind,start,end,cells after the start
setup / recovery,atan_o[4]$_DFF_P_,atan_o[4],3
hold / removal,sign_im[9]$_SDFF_PN0_,atan_o[4]$_DFF_P_,1
setup reg to reg,sign_im[5]$_SDFF_PN0_,sign_im[6]$_SDFF_PN0_,1
hold reg to reg,sign_im[9]$_SDFF_PN0_,atan_o[4]$_DFF_P_,1
## state kept, by name, indices dropped and copies added, names as in the netlist
signal and cells:
sign_im 10, atan_o 2, sign_re 10
## area by class of cell
class	instances	area share, %
clock buffer	3	4.17
clock inverter	1	3.03
multi-input combinational	32	19.1
sequential	22	45.0
tap	50	6.32
timing repair buffer	20	22.4
## layout by cell type (no fill, tap or decap)
master	instances
sky130_fd_sc_hd__dfxtp_4	1
sky130_fd_sc_hd__and2_2	11
sky130_fd_sc_hd__clkbuf_8	3
sky130_fd_sc_hd__buf_4	2
sky130_fd_sc_hd__dfxtp_2	1
sky130_fd_sc_hd__conb_1	10
sky130_fd_sc_hd__clkdlybuf4s50_1	3
sky130_fd_sc_hd__buf_12	1
sky130_fd_sc_hd__dfxtp_1	20
sky130_fd_sc_hd__bufinv_16	1
sky130_fd_sc_hd__nor2b_1	1
sky130_fd_sc_hd__and2_1	10
sky130_fd_sc_hd__clkdlybuf4s15_1	1
sky130_fd_sc_hd__buf_6	13
## power by group through the flow
stage     clock network, mW  registers (mW)  logic, mW
4_1_cts               0.810           0.888     0.0401
5_1_grt               0.856           0.890     0.0445
6_report              0.794           0.888     0.0376
## kinds of logic after synthesis
kind of cell | share of synthesized area, %
flip-flops | 58.5
AND/OR/NAND/NOR | 20.1
buffers and inverters | 20.9
other | 0.498
## repair_timing
| action | in CTS | in global routing |
|---|---|---|
| hold endpoints to repair | 0 | 0 |
| buffers inserted | 5 | 0 |
| setup endpoints to repair | 10 | 10 |
| gates resized | 42 | 4 |
Power figures rest on the tool's default switching activity, not on a simulated workload.
